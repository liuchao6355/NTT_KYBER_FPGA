`flow/config.mk`:
```
export PLATFORM = sky130hd
export DESIGN_NAME = BROM_PWM
export DESIGN_NICKNAME = BROM_PWM
export VERILOG_FILES = /design/flow/design.v
export SDC_FILE = /design/flow/constraint.sdc
export NUM_CORES = 4
export LEC_CHECK = 1
export CORE_UTILIZATION = 40
```
`flow/run.sh`:
```
#!/bin/bash
# OpenROAD 26Q1-2900-gdf79404cd8, Yosys 0.63+post, stock flow scripts
make -C /OpenROAD-flow-scripts/flow DESIGN_CONFIG=/design/flow/config.mk WORK_HOME=/design/flow/orfs finish
```
`flow/constraint.sdc`:
```
current_design BROM_PWM

set clk_period 1.9
set clk_io_pct 0.2

create_clock -name clk0 -period $clk_period [get_ports {clk}]

set non_clock_inputs [all_inputs -no_clocks]
set_input_delay [expr $clk_period * $clk_io_pct] -clock clk0 $non_clock_inputs
set_output_delay [expr $clk_period * $clk_io_pct] -clock clk0 [all_outputs]
```
`flow/design.v`:
```
module BROM(
    input clk,
    input [6:0] raddr,
    output [11:0] w
    );
    (* ram_style="distributed"*) reg [11:0] Mem_w[0:127];
    reg [11:0] reg_w;
    always @(posedge clk) begin
        reg_w <= Mem_w[raddr];
    end
    assign w = reg_w;
     initial begin
        Mem_w[0] = 12'd1;
        Mem_w[1] = 12'd1729;
        Mem_w[2] = 12'd2580;
        Mem_w[3] = 12'd3289;
        Mem_w[4] = 12'd2642;
        Mem_w[5] = 12'd630;
        Mem_w[6] = 12'd1897;
        Mem_w[7] = 12'd848;
        Mem_w[8] = 12'd1062;
        Mem_w[9] = 12'd1919;
        Mem_w[10] = 12'd193;
        Mem_w[11] = 12'd797;
        Mem_w[12] = 12'd2786;
        Mem_w[13] = 12'd3260;
        Mem_w[14] = 12'd569;
        Mem_w[15] = 12'd1746;
        Mem_w[16] = 12'd296;
        Mem_w[17] = 12'd2447;
        Mem_w[18] = 12'd1339;
        Mem_w[19] = 12'd1476;
        Mem_w[20] = 12'd3046;
        Mem_w[21] = 12'd56;
        Mem_w[22] = 12'd2240;
        Mem_w[23] = 12'd1333;
        Mem_w[24] = 12'd1426;
        Mem_w[25] = 12'd2094;
        Mem_w[26] = 12'd535;
        Mem_w[27] = 12'd2882;
        Mem_w[28] = 12'd2393;
        Mem_w[29] = 12'd2879;
        Mem_w[30] = 12'd1974;
        Mem_w[31] = 12'd821;
        Mem_w[32] = 12'd289;
        Mem_w[33] = 12'd331;
        Mem_w[34] = 12'd3253;
        Mem_w[35] = 12'd1756;
        Mem_w[36] = 12'd1197;
        Mem_w[37] = 12'd2304;
        Mem_w[38] = 12'd2277;
        Mem_w[39] = 12'd2055;
        Mem_w[40] = 12'd650;
        Mem_w[41] = 12'd1977;
        Mem_w[42] = 12'd2513;
        Mem_w[43] = 12'd632;
        Mem_w[44] = 12'd2865;
        Mem_w[45] = 12'd33;
        Mem_w[46] = 12'd1320;
        Mem_w[47] = 12'd1915;
        Mem_w[48] = 12'd2319;
        Mem_w[49] = 12'd1435;
        Mem_w[50] = 12'd807;
        Mem_w[51] = 12'd452;
        Mem_w[52] = 12'd1438;
        Mem_w[53] = 12'd2868;
        Mem_w[54] = 12'd1534;
        Mem_w[55] = 12'd2402;
        Mem_w[56] = 12'd2647;
        Mem_w[57] = 12'd2617;
        Mem_w[58] = 12'd1481;
        Mem_w[59] = 12'd648;
        Mem_w[60] = 12'd2474;
        Mem_w[61] = 12'd3110;
        Mem_w[62] = 12'd1227;
        Mem_w[63] = 12'd910;
        Mem_w[64] = 12'd17;
        Mem_w[65] = 12'd2761;
        Mem_w[66] = 12'd583;
        Mem_w[67] = 12'd2649;
        Mem_w[68] = 12'd1637;
        Mem_w[69] = 12'd723;
        Mem_w[70] = 12'd2288;
        Mem_w[71] = 12'd1100;
        Mem_w[72] = 12'd1409;
        Mem_w[73] = 12'd2662;
        Mem_w[74] = 12'd3281;
        Mem_w[75] = 12'd233;
        Mem_w[76] = 12'd756;
        Mem_w[77] = 12'd2156;
        Mem_w[78] = 12'd3015;
        Mem_w[79] = 12'd3050;
        Mem_w[80] = 12'd1703;
        Mem_w[81] = 12'd1651;
        Mem_w[82] = 12'd2789;
        Mem_w[83] = 12'd1789;
        Mem_w[84] = 12'd1847;
        Mem_w[85] = 12'd952;
        Mem_w[86] = 12'd1461;
        Mem_w[87] = 12'd2687;
        Mem_w[88] = 12'd939;
        Mem_w[89] = 12'd2308;
        Mem_w[90] = 12'd2437;
        Mem_w[91] = 12'd2388;
        Mem_w[92] = 12'd733;
        Mem_w[93] = 12'd2337;
        Mem_w[94] = 12'd268;
        Mem_w[95] = 12'd641;
        Mem_w[96] = 12'd1584;
        Mem_w[97] = 12'd2298;
        Mem_w[98] = 12'd2037;
        Mem_w[99] = 12'd3220;
        Mem_w[100] = 12'd375;
        Mem_w[101] = 12'd2549;
        Mem_w[102] = 12'd2090;
        Mem_w[103] = 12'd1645;
        Mem_w[104] = 12'd1063;
        Mem_w[105] = 12'd319;
        Mem_w[106] = 12'd2773;
        Mem_w[107] = 12'd757;
        Mem_w[108] = 12'd2099;
        Mem_w[109] = 12'd561;
        Mem_w[110] = 12'd2466;
        Mem_w[111] = 12'd2594;
        Mem_w[112] = 12'd2804;
        Mem_w[113] = 12'd1092;
        Mem_w[114] = 12'd403;
        Mem_w[115] = 12'd1026;
        Mem_w[116] = 12'd1143;
        Mem_w[117] = 12'd2150;
        Mem_w[118] = 12'd2775;
        Mem_w[119] = 12'd886;
        Mem_w[120] = 12'd1722;
        Mem_w[121] = 12'd1212;
        Mem_w[122] = 12'd1874;
        Mem_w[123] = 12'd1029;
        Mem_w[124] = 12'd2110;
        Mem_w[125] = 12'd2935;
        Mem_w[126] = 12'd885;
        Mem_w[127] = 12'd2154;
    end
endmodule
module BROM_PWM(
    input clk,
    input [5:0] raddr,
    output [23:0] w
    );
    (* ram_style="distributed"*) reg [23:0] Mem_w[0:63];
    reg [23:0] reg_w;
    always @(posedge clk) begin
        reg_w <= Mem_w[raddr];
    end
    assign w = reg_w;
     initial begin
        Mem_w[0] = 24'h011CF0;
        Mem_w[1] = 24'hAC9238;
        Mem_w[2] = 24'h247ABA;
        Mem_w[3] = 24'hA592A8;
        Mem_w[4] = 24'h66569C;
        Mem_w[5] = 24'h2D3A2E;
        Mem_w[6] = 24'h8F0411;
        Mem_w[7] = 24'h44C8B5;
        Mem_w[8] = 24'h581780;
        Mem_w[9] = 24'hA6629B;
        Mem_w[10] = 24'hCD1030;
        Mem_w[11] = 24'h0E9C18;
        Mem_w[12] = 24'h2F4A0D;
        Mem_w[13] = 24'h86C495;
        Mem_w[14] = 24'hBC713A;
        Mem_w[15] = 24'hBEA117;
        Mem_w[16] = 24'h6A765A;
        Mem_w[17] = 24'h67368E;
        Mem_w[18] = 24'hAE521C;
        Mem_w[19] = 24'h6FD604;
        Mem_w[20] = 24'h7375CA;
        Mem_w[21] = 24'h3B8949;
        Mem_w[22] = 24'h5B574C;
        Mem_w[23] = 24'hA7F282;
        Mem_w[24] = 24'h3AB956;
        Mem_w[25] = 24'h9043FD;
        Mem_w[26] = 24'h98537C;
        Mem_w[27] = 24'h9543AD;
        Mem_w[28] = 24'h2DDA24;
        Mem_w[29] = 24'h9213E0;
        Mem_w[30] = 24'h10CBF5;
        Mem_w[31] = 24'h281A80;
        Mem_w[32] = 24'h6306D1;
        Mem_w[33] = 24'h8FA407;
        Mem_w[34] = 24'h7F550C;
        Mem_w[35] = 24'hC9406D;
        Mem_w[36] = 24'h177B8A;
        Mem_w[37] = 24'h9F530C;
        Mem_w[38] = 24'h82A4D7;
        Mem_w[39] = 24'h66D694;
        Mem_w[40] = 24'h4278DA;
        Mem_w[41] = 24'h13FBC2;
        Mem_w[42] = 24'hAD522C;
        Mem_w[43] = 24'h2F5A0C;
        Mem_w[44] = 24'h8334CE;
        Mem_w[45] = 24'h231AD0;
        Mem_w[46] = 24'h9A235F;
        Mem_w[47] = 24'hA222DF;
        Mem_w[48] = 24'hAF420D;
        Mem_w[49] = 24'h4448BD;
        Mem_w[50] = 24'h193B6E;
        Mem_w[51] = 24'h4028FF;
        Mem_w[52] = 24'h47788A;
        Mem_w[53] = 24'h86649B;
        Mem_w[54] = 24'hAD722A;
        Mem_w[55] = 24'h37698B;
        Mem_w[56] = 24'h6BA647;
        Mem_w[57] = 24'h4BC845;
        Mem_w[58] = 24'h7525AF;
        Mem_w[59] = 24'h4058FC;
        Mem_w[60] = 24'h83E4C3;
        Mem_w[61] = 24'hB7718A;
        Mem_w[62] = 24'h37598C;
        Mem_w[63] = 24'h86A497;
    end
endmodule
```
==> results.yml <==
# synthesis and place-and-route metrics
worst_setup_path:
  crit_path_end_kind: "register"
  critical_path_class: "primary input to register"
  crit_arrival_ns: 1.91
  worstPathMaxFanout: 12
  required_ns: 2.09
  cp-start-kind: "primary input"
clocking:
  postCtsHoldBufs: 0
  cts_buffers: 3
  cts_root_buffer: "clkbuf_8"
  clk_pin_slew_ns: 0.09
  clockBufferDepth: 2
  cts_tree: "built"
  clock-sinks: 22
  h-tree-depth: 1
yosys:
  synthFlopType: "dfxtp_1"
  syn_area_per_cell_um2: 7.023
  syn_inst: 390
  ys_top_cells_by_area: "dfxtp_1, ha_1, o21ai_0"
  ys_cells: 390
  syn-cell-area_um2: 2739
  yosysChipArea_um2: 2739
  yosys_warnings: 1
  top_cell_area_share_pct: 16.08
  top_area_cell: "dfxtp_1"
  postSynthSeqShare_pct: 16.08
  synthDistinctLibCells: 58
  numSynthFlops: 22
  edf_count: 0
  ys_async_sr_fraction_pct: 0
power:
  irDropWorstVdd_mv: 0.2193
  p_total_w: 0.001736
  cellPowerDensity_nw_per_um2: 476.4
  p_leak_nw: 1.511
cells_and_area:
  drive_gt1_share_pct: 23.97
  largest_reg_flops: 22
  finish.utilization_pct: 56.12
  finalNonFillerCells: 540
  top_regs: "reg_w: 22 flops"
  fillers: 622
  synthToLayoutAreaGrowth_pct: 33.07
  lay_top_cells: "buf_4, nand2_1, o21ai_0"
  lay_top_count: "buf_4"
  largest_register: "reg_w"
global_route:
  grt-ovfl-total: 0
  antenna_found_initial: 0
  grtUsageMet2_pct: 44.27
  use_met1_pct: 45.94
  grt_pass1_wl_mm: 16.26
  grt_max_degree: 45
  grt_pass1_vias: 2960
  grt-busiest-layer: "met1"
  grt_usage_pct: 29.82
  use_met3_pct: 5.976
routing:
  via_per_inst: 6.150
  drtAntennaViolNets: 0
  drc: 0
  first_pass_iters: 13
  drt-initial-drc-count: 377
  antenna_cells: 0
  route.detailed.wl_per_inst_um: 19.09
  drt_wl_total_mm: 10.31
  vias: 3321
sta:
  tightest_slew_ns: 0.4919
  max_slew_margin_pct: 66.69
  rsz0062_at_grt: "false"
  fin_ws_ns: 0.1733
  period_used_pct: 90.88
  holdWs_ns: 0.5405
  setup_viol: 0
  fin_crit_ns: 1.727
  finalHoldViolCount: 0
  final_max_slew_viol_count: 0
  fmax_mhz: 579.2
place:
  place_congestion: 0.9826
  pre_cts_ws_ns: -0.5818
  dpl.cell_count: 535
  dpl.hpwl_mm: 7.734
  port_buffers: 30
die:
  die_y_um: 84.75
  die_x_um: 84.75
  dieArea_um2: 7182
  io_pins: 31
  initCoreUtil_pct: 42.17
  row_count: 29
  core_region_area_um2: 6495
flow_run:
  drv_cap: 0
  warnings: 43
run_status:
  status: "finished clean"
worst_hold_path:
  min_path_type: "primary input to register"
power by group:
part	switching, W	leakage, nW	internal (W)
Combinational	0.000421	1.30	0.000425
Sequential	0.0000139	0.185	0.000520
Clock	0.000172	0.0288	0.000185
Total	0.000606	1.51	0.00113
critical path, cell delays in order:
cell and delay (ns):
clkbuf_2 0.14, buf_4 0.21, nor2_1 0.28, buf_4 0.17
a21oi_1 0.05, mux4_2 0.48, o221ai_2 0.19
worst paths after layout:
check               end  cells past startpoint      from  slack (ns)
max    reg_w[1]$_DFF_P_                      7  raddr[1]        0.17
min    reg_w[4]$_DFF_P_                      3  raddr[4]        0.54
cell usage after synthesis, types with 3 or more instances:
| cell | number |
|---|---|
| mux4_2 | 4 |
| o221ai_1 | 3 |
| a221oi_1 | 4 |
| o21ai_0 | 45 |
| a21oi_1 | 34 |
| nand2b_1 | 15 |
| nand2_1 | 45 |
| buf_4 | 7 |
| a211oi_1 | 8 |
| buf_2 | 20 |
| buf_6 | 3 |
| o32ai_1 | 3 |
| ha_1 | 20 |
| a31oi_1 | 7 |
| nor3_1 | 5 |
| o2bb2ai_1 | 5 |
| clkbuf_1 | 14 |
| nor2b_1 | 4 |
| o211ai_1 | 12 |
| inv_1 | 8 |
| a311oi_1 | 6 |
| o22ai_1 | 7 |
| mux2i_1 | 4 |
| nor2_1 | 31 |
| nand3b_1 | 4 |
| dfxtp_1 | 22 |
| nand3_1 | 8 |
logic make-up after synthesis:
logic type      synth area share, %
compound gates                36.73
xor+xnor                     0.6397
fa+ha+maj                     9.137
buf+inv                       10.37
flops                         16.08
mux                           5.573
simple gates                  21.47
per-layer routing:
layer	share of wire [%]	vias to the layer above
li1	-	1581
met1	45	1546
met2	44	176
met3	9.0	18
met4	2.0	0
met5	0	-
layout make-up:
class                           instances  area [um^2]  area share, %
Clock buffer                            4        55.05          1.510
Inverter                               11        45.04          1.236
Multi-Input combinational cell        312         2039          55.96
Sequential cell                        22        440.4          12.08
Tap cell                               77        96.34          2.643
Timing Repair Buffer                  114        968.4          26.57
what timing repair did:
item                                    4_1_cts  5_1_grt
setup buffers                                 1        0
pin swaps                                     1        0
resized                                       6        5
endpoints found under the setup margin       22       13
metrics by stage:
step / setup TNS (ns) / area (um^2)
2_1_floorplan: -0.1659 / 2789
4_1_cts: 0 / 3647
5_1_grt: 0 / 3645
6_report: 0 / 3645
3_3_place_gp: -9.792 / 3582
3_5_place_dp: -10.46 / 3582
No activity file was given, so power comes from the tool's default toggle rates.
