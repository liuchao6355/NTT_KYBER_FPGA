==> /design/flow/design.v <==
module reduc(
	input clk,
	input en,
	input [23:0] c,
	output reg [11:0] d,
	output reg [10:0] q
);
wire [11:0] c0;
wire [9:0] c1;
wire [5:0] c2;
wire [3:0] c3;
reg [14:0] c_reg;
reg [12:0] sum;
reg [14:0] p_mux;
reg [14:0] diff;
reg [12:0] diff2;
wire [12:0] diff2p;
reg [10:0] sum_r1, sum_r2, sum_r3;
reg [2:0] delta_r2, delta_r3;
wire [11:0] q_d;
assign c0 = c[23:12];
assign c1 = c[23:14];
assign c2 = c[23:18];
assign c3 = c[23:20];
always @(posedge clk) begin
	if(en==1) begin
		sum <= c0+c1-c2-c3;
		c_reg <= c[14:0];
	end
end
always @(posedge clk) begin
	if(en==1) begin
		diff <= c_reg - sum - {sum[6:0],8'h0} - {sum[4:0],10'h0} - {sum[3:0],11'h0};
		sum_r1 <= sum[10:0];
	end
end
always @* begin
	if(en==1) begin
		case(diff[14:12])
			3'h 0 : p_mux = 0;
			3'h 1 : p_mux = 15'h 72ff;
			3'h 5 : p_mux = 15'h 2703;
			3'h 6 : p_mux = 15'h 2703;
			3'h 7 : p_mux = 15'h 1a02;
			default : p_mux = 0;
		endcase
	end
end
always @(posedge clk) begin
	if(en==1) begin
		diff2 <= diff + p_mux;
		sum_r2 <= sum_r1;
		delta_r2 <= {diff[14],diff[13]&diff[12],diff[13]^diff[12]};
	end
end
assign diff2p = diff2 - 12'h d01;
always @(posedge clk) begin
	if(en==1) begin
		if(diff2p[12])
			d <= diff2;
		else
			d <= diff2p;
		sum_r3 <= sum_r2;
		delta_r3 <= delta_r2 + {2'b0,~diff2p[12]};
	end
end
assign q_d = 12'h 680 - d;
always @(posedge clk) begin
	if(en==1)
		q <= sum_r3 + {{9{delta_r3[2]}},delta_r3[1:0]} + q_d[11];
end
endmodule
module reduc2(
	input clk,
	input [23:0] c,
	output reg [11:0] d,
	output reg [10:0] q
);
wire [11:0] c0;
wire [9:0] c1;
wire [5:0] c2;
wire [3:0] c3;
reg [14:0] c_reg;
reg [12:0] sum;
reg [14:0] p_mux;
reg [14:0] diff;
reg [12:0] diff2;
wire [12:0] diff2p;
reg [10:0] sum_r1, sum_r2, sum_r3;
reg [2:0] delta_r2, delta_r3;
wire [11:0] q_d;
assign c0 = c[23:12];
assign c1 = c[23:14];
assign c2 = c[23:18];
assign c3 = c[23:20];
always @(posedge clk) begin
		sum <= c0+c1-c2-c3;
		c_reg <= c[14:0];
end
always @(posedge clk) begin
		diff <= c_reg - sum - {sum[6:0],8'h0} - {sum[4:0],10'h0} - {sum[3:0],11'h0};
		sum_r1 <= sum[10:0];
end
always @* begin
		case(diff[14:12])
			3'h 0 : p_mux = 0;
			3'h 1 : p_mux = 15'h 72ff;
			3'h 5 : p_mux = 15'h 2703;
			3'h 6 : p_mux = 15'h 2703;
			3'h 7 : p_mux = 15'h 1a02;
			default : p_mux = 0;
		endcase
end
always @(posedge clk) begin
		diff2 <= diff + p_mux;
		sum_r2 <= sum_r1;
		delta_r2 <= {diff[14],diff[13]&diff[12],diff[13]^diff[12]};
end
assign diff2p = diff2 - 12'h d01;
always @(posedge clk) begin
		if(diff2p[12])
			d <= diff2;
		else
			d <= diff2p;
		sum_r3 <= sum_r2;
		delta_r3 <= delta_r2 + {2'b0,~diff2p[12]};
end
assign q_d = 12'h 680 - d;
always @(posedge clk) begin
		q <= sum_r3 + {{9{delta_r3[2]}},delta_r3[1:0]} + q_d[11];
end
endmodule
module Compress_Mod_reduce(
    input [23:0] prod,  
    output [11:0] quo
);
    parameter q = 3329;
    reg [12:0] res;
    reg [12:0] reg_quo;
    wire [12:0] reg_quo_temp;
    wire [12:0] reg_quo_temp1,reg_quo_temp2;
    assign reg_quo_temp1 = {1'b0,prod[23:12]} + {1'b0,prod[23:14]};
    assign reg_quo_temp2 = {1'b0,prod[23:18]} + {1'b0,prod[23:20]};
    assign reg_quo_temp = reg_quo_temp1-reg_quo_temp2;
    wire [14:0] reg_diff,reg_diff_temp1,reg_diff_temp2,reg_diff_temp3;
    assign reg_diff_temp1 = reg_quo_temp[3:0]<<11;
    assign reg_diff_temp2 = reg_quo_temp[4:0]<<10;
    assign reg_diff_temp3 = reg_quo_temp[6:0]<<8;
    assign reg_diff = prod[14:0] - (reg_quo_temp + reg_diff_temp1+reg_diff_temp2+reg_diff_temp3); 
    always @(*) begin
        case (reg_diff[14:12])
            3'd0:begin 
                res <= reg_diff;
                reg_quo <= reg_quo_temp;
            end
            3'd1:begin
                res <= reg_diff - q;
                reg_quo <= reg_quo_temp + 1;
            end
            3'd5:begin
                res <= reg_diff + 3*q;
                reg_quo <= reg_quo_temp -3;
            end
            3'd6:begin
                res <= reg_diff + 3*q;
                reg_quo <= reg_quo_temp -3;
            end
            3'd7:begin
                res <= reg_diff + 2*q;
                reg_quo <= reg_quo_temp - 2;
            end
            default:begin
                res <= reg_diff;
                reg_quo <= reg_quo_temp;
            end 
        endcase
    end
    wire [12:0] reg_quo2;
    wire [12:0] res_2;
    assign res_2 = res>q?(res-q):res;
    assign reg_quo2 = res>q?(reg_quo+1):reg_quo;
    assign quo = (res_2>(3329>>1))?(reg_quo2+1):reg_quo2;
endmodule   
==> /design/flow/run.sh <==
#!/bin/bash
# OpenROAD 26Q1-2900-gdf79404cd8, Yosys 0.63+post, stock flow scripts
make -C /OpenROAD-flow-scripts/flow DESIGN_CONFIG=/design/flow/config.mk WORK_HOME=/design/flow/orfs finish
==> /design/flow/config.mk <==
export PLATFORM = sky130hd
export DESIGN_NAME = Compress_Mod_reduce
export DESIGN_NICKNAME = Compress_Mod_reduce
export VERILOG_FILES = /design/flow/design.v
export SDC_FILE = /design/flow/constraint.sdc
export NUM_CORES = 4
export LEC_CHECK = 1
export CORE_UTILIZATION = 30
==> /design/flow/constraint.sdc <==
current_design Compress_Mod_reduce

set clk_period 23.4
set clk_io_pct 0.2

create_clock -name clk0 -period $clk_period

set non_clock_inputs [all_inputs -no_clocks]
set_input_delay [expr $clk_period * $clk_io_pct] -clock clk0 $non_clock_inputs
set_output_delay [expr $clk_period * $clk_io_pct] -clock clk0 [all_outputs]
==> summary.txt <==
fresh numbers from the pnr run: RSZ-0062 raised after global routing no, top routing layer in use met4, number of rows in the core area slightly above 50, DRC errors left 0, iteration count of the initial detailed-routing pass 6, violation count after the first detailed-routing iteration about 450, post-route cell area about 6500 sq um, share of layout cells above drive strength 1 0.0689, chip area 20500 sq um, max-slew violation count 0, Layout Area Growth over Synthesis 9.73%, count of antenna-violating nets left after detailed routing 0, Mapped Avg Cell Area 7.29 sq um, core area 19500 sq um, outcome complete, no violations, first-pass GRT wire length between 20000 and 30000 um, antenna violations before repair 0, total negative slack 0 ns, HPWL after detailed placement approximately 14000 um, Multi-input gate area roughly 5400 sq um, final weighted congestion of routability-driven global placement 0.907, cell count after synthesis slightly above 800, number of gates resized after CTS 0, vias 6017, Final Setup Violations 0, count of yosys warnings during synthesis 1, top cells by instance count after synthesis 102 x inv_1, 76 x ha_1, 51 x a21oi_1, total global routing track utilization 0.172, largest net degree at the start of global routing 34, Post CTS Setup Buffer Count 0, worst slack, placed 1.27 ns, hold violation total from the final report 0, total wire length approximately 17000 um, peak per-stage delay on the critical path ~0.74 ns, initial core utilization 0.307, WL/cell around 16 um, required time reported for the critical path endpoint 18.72 ns, Met1 Wirelength 7720 um, fin worst setup slack approximately 1.2 ns, Sequential Area 0 sq um, CP max FO 18, Mapped Area about 6000 sq um, vias in the first global route 5613, sort of element at the end of the critical path primary output, Fill cells between 2000 and 2500, Unique masters post-synth just under 90, most frequent CP cell inv_1, transition time at the pin with the least slew margin between 0.8 and 0.9 ns, post-route fraction of the period consumed by the critical path 0.950, sum of met2 wire segment lengths after detailed routing approximately 8000 um, sequential-to-total area share from yosys stat 0, hold bufs inserted after CTS 0, Die Y-Extent approximately 140 um, total cells reported by yosys after synthesis 818, flip-flops 0, placed instance area 6550 sq um, chip width 143 um, via density per instance around 5.5, final worst hold slack 11.20 ns, number of stages on the worst hold path 7, clock buffer instance count of the final layout 0, yosys stat chip area 5970 sq um, biggest area cells ha_1 16%, fa_1 7.4%, xnor2_1 6.5%, inv_1 6.4%, a21oi_1 4.3%, count of inserted antenna diode cells 0, Max-Cap Viols 0, type of the setup path with the least slack in2out, Critical Path Source Type input pin, Max stage delay cell, worst path a32o_1, relative slew slack 0.402, metal3 WL 782 um, post-synth top area share 0.159, top-level I/O count 36, global-route congestion overflow total 0, most numerous cell in the Yosys netlist inv_1, worst hold path class in2out, Crit path arrival time 17.54 ns, leading area contributor after synthesis ha_1, timing-limited maximum frequency about 45 MHz, post-route minimum period ~22 ns, OpenROAD warnings 43, count of input and output buffers 36
-- per-stage QoR --
| step | utilization | cells |
|---|---|---|
| 6_report | 0.336 | 1092 |
| 5_1_grt | 0.336 | 1092 |
| 4_1_cts | 0.336 | 1092 |
| 3_5_place_dp | 0.336 | 1092 |
| 3_3_place_gp | 0.336 | 1092 |
| 2_1_floorplan | - | 818 |
-- cells in the final DEF, fill, tap and decap left out, types with 9 or more instances in the layout --
master | Yosys | layout
inv_1 | 102 | 102
ha_1 | 76 | 76
a21oi_1 | 51 | 51
nand2_1 | 45 | 45
xnor2_1 | 44 | 44
nor2_1 | 42 | 42
clkdlybuf4s50_1 | 0 | 36
o21ai_0 | 32 | 32
nor3_1 | 27 | 26
fa_1 | 22 | 22
o211ai_1 | 21 | 21
xor2_1 | 20 | 20
a211oi_1 | 20 | 20
nand3_1 | 20 | 20
a21o_1 | 17 | 17
a31oi_1 | 17 | 17
o31ai_1 | 13 | 13
o21a_1 | 11 | 11
and3_1 | 11 | 11
nand4_1 | 10 | 10
and2_1 | 10 | 10
buf_4 | 1 | 9
-- routing by layer --
layer | vias to the layer above | global-route usage
met4 | 0 | 0.0430
met3 | 26 | 0.00922
li1 | 3051 | -
met1 | 2767 | 0.235
met2 | 173 | 0.296
met5 | - | 0
-- logic make-up (layout without fill, tap and decap cells) --
group	Yosys count	count (layout)	share of synthesized area
AOI/OAI and AO/OA	281	281	0.347
and+or+nand+nor	229	229	0.216
buffers and inverters	138	147	0.0950
adders and majority gates	98	98	0.233
muxes	8	8	0.0151
xor gates and xnor gates	64	64	0.0939
-- worst max-delay path: cells and delay by family --
family / cells / cell delay [ns]
buffers and inverters: 9 / 1.77
and+or+nand+nor: 9 / 2.19
adders and majority gates: 8 / 2.99
xor gates and xnor gates: 3 / 0.97
AOI/OAI and AO/OA: 17 / 4.92
-- layout make-up --
type | instances | share of cell area
Inverter | 102 | 0.0585
Tap cell | 265 | 0.0506
Timing Repair Buffer | 45 | 0.0654
Multi-Input combinational cell | 680 | 0.826
-- worst paths after layout --
path  startpoint      end  slack, ns
max     prod[20]   quo[9]       1.18
min     prod[22]  quo[11]      11.20
